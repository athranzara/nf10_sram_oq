<file path="flow/run.sh">
#!/bin/bash
# OpenROAD 26Q1-2900-gdf79404cd8, Yosys 0.63+post, stock flow scripts
make -C /OpenROAD-flow-scripts/flow DESIGN_CONFIG=/design/flow/config.mk WORK_HOME=/design/flow/orfs finish
</file>
<file path="flow/config.mk">
export PLATFORM = sky130hd
export DESIGN_NAME = small_async_fifo
export DESIGN_NICKNAME = small_async_fifo
export VERILOG_FILES = /design/flow/design.v
export SDC_FILE = /design/flow/constraint.sdc
export NUM_CORES = 4
export LEC_CHECK = 1
export CORE_UTILIZATION = 40
</file>
<file path="flow/constraint.sdc">
current_design small_async_fifo

set clk_period 3.3
set clk_io_pct 0.2

create_clock -name clk0 -period $clk_period [get_ports {rclk}]
create_clock -name clk1 -period $clk_period [get_ports {wclk}]

set non_clock_inputs [all_inputs -no_clocks]
set_input_delay [expr $clk_period * $clk_io_pct] -clock clk0 $non_clock_inputs
set_output_delay [expr $clk_period * $clk_io_pct] -clock clk0 [all_outputs]
</file>
<file path="flow/design.v">
module small_async_fifo
  #(
    parameter DSIZE = 8,
    parameter ASIZE = 3,
    parameter ALMOST_FULL_SIZE = 5,
    parameter ALMOST_EMPTY_SIZE = 3
    )
  (
   output wfull,
   output w_almost_full,
   input [DSIZE-1:0] wdata,
   input winc, wclk, wrst_n,
   output [DSIZE-1:0] rdata,
   output rempty,
   output r_almost_empty,
   input rinc, rclk, rrst_n
   );
   wire [ASIZE-1:0] waddr, raddr;
   wire [ASIZE:0]   wptr, rptr, wq2_rptr, rq2_wptr;
   sync_r2w #(ASIZE) sync_r2w (.wq2_rptr(wq2_rptr), .rptr(rptr),
		      .wclk(wclk), .wrst_n(wrst_n));
   sync_w2r #(ASIZE) sync_w2r (.rq2_wptr(rq2_wptr), .wptr(wptr),
		      .rclk(rclk), .rrst_n(rrst_n));
   fifo_mem #(DSIZE, ASIZE) fifo_mem
     (.rdata(rdata), .wdata(wdata),
      .waddr(waddr), .raddr(raddr),
      .wclken(winc), .wfull(wfull),
      .wclk(wclk));
   rptr_empty #(.ADDRSIZE(ASIZE), .ALMOST_EMPTY_SIZE(ALMOST_EMPTY_SIZE))
     rptr_empty
     (.rempty(rempty),
      .r_almost_empty(r_almost_empty),
      .raddr(raddr),
      .rptr(rptr),
      .rq2_wptr(rq2_wptr),
      .rinc(rinc),
      .rclk(rclk),
      .rrst_n(rrst_n));
   wptr_full #(.ADDRSIZE(ASIZE), .ALMOST_FULL_SIZE(ALMOST_FULL_SIZE))
     wptr_full
     (.wfull(wfull),
      .w_almost_full(w_almost_full),
      .waddr(waddr),
      .wptr(wptr),
      .wq2_rptr(wq2_rptr),
      .winc(winc),
      .wclk(wclk),
      .wrst_n(wrst_n));
endmodule  
module sync_r2w #(parameter ADDRSIZE = 3)
  (output reg [ADDRSIZE:0] wq2_rptr,
   input [ADDRSIZE:0] rptr,
   input wclk, wrst_n);
   reg [ADDRSIZE:0] wq1_rptr;
   always @(posedge wclk or negedge wrst_n)
     if (!wrst_n) {wq2_rptr,wq1_rptr} <= 0;
     else {wq2_rptr,wq1_rptr} <= {wq1_rptr,rptr};
endmodule  
module sync_w2r #(parameter ADDRSIZE = 3)
  (output reg [ADDRSIZE:0] rq2_wptr,
   input [ADDRSIZE:0] wptr,
   input rclk, rrst_n);
   reg [ADDRSIZE:0] rq1_wptr;
   always @(posedge rclk or negedge rrst_n)
     if (!rrst_n) {rq2_wptr,rq1_wptr} <= 0;
     else {rq2_wptr,rq1_wptr} <= {rq1_wptr,wptr};
endmodule  
module rptr_empty
  #(parameter ADDRSIZE = 3,
    parameter ALMOST_EMPTY_SIZE=3)
  (output reg rempty,
   output reg r_almost_empty,
   output [ADDRSIZE-1:0] raddr,
   output reg [ADDRSIZE :0] rptr,
   input [ADDRSIZE :0] rq2_wptr,
   input rinc, rclk, rrst_n);
   reg [ADDRSIZE:0] rbin;
   wire [ADDRSIZE:0] rgraynext, rbinnext;
   reg [ADDRSIZE :0] rq2_wptr_bin;
   integer 	     i;
   always @(posedge rclk or negedge rrst_n)
     if (!rrst_n) {rbin, rptr} <= 0;
     else {rbin, rptr} <= {rbinnext, rgraynext};
   assign 	     raddr = rbin[ADDRSIZE-1:0];
   assign 	     rbinnext = rbin + (rinc & ~rempty);
   assign 	     rgraynext = (rbinnext>>1) ^ rbinnext;
   wire 	     rempty_val = (rgraynext == rq2_wptr);
   always @(rq2_wptr)
     for (i=0; i<(ADDRSIZE+1); i=i+1)
       rq2_wptr_bin[i] = ^ (rq2_wptr >> i);
   wire [ADDRSIZE:0] subtract = (rbinnext + ALMOST_EMPTY_SIZE)-rq2_wptr_bin;
   wire r_almost_empty_val = ~subtract[ADDRSIZE];
   always @(posedge rclk or negedge rrst_n)
     if (!rrst_n) begin
	rempty <= 1'b1;
	r_almost_empty <= 1'b 1;
     end
     else begin
	rempty <= rempty_val;
	r_almost_empty <= r_almost_empty_val;
     end
endmodule  
module wptr_full
  #(parameter ADDRSIZE = 3,
    parameter ALMOST_FULL_SIZE=5
    )
  (output reg wfull,
   output reg w_almost_full,
   output [ADDRSIZE-1:0] waddr,
   output reg [ADDRSIZE :0] wptr,
   input [ADDRSIZE :0] wq2_rptr,
   input winc, wclk, wrst_n);
   reg [ADDRSIZE:0] wbin;
   wire [ADDRSIZE:0] wgraynext, wbinnext;
   reg [ADDRSIZE :0] wq2_rptr_bin;
   integer 	     i;
   always @(posedge wclk or negedge wrst_n)
     if (!wrst_n) {wbin, wptr} <= 0;
     else {wbin, wptr} <= {wbinnext, wgraynext};
   assign waddr = wbin[ADDRSIZE-1:0];
   assign wbinnext = wbin + (winc & ~wfull);
   assign wgraynext = (wbinnext>>1) ^ wbinnext;
   wire wfull_val = (wgraynext ==
		     {~wq2_rptr[ADDRSIZE:ADDRSIZE-1],wq2_rptr[ADDRSIZE-2:0]});
   always @(wq2_rptr)
     for (i=0; i<(ADDRSIZE+1); i=i+1)
       wq2_rptr_bin[i] = ^ (wq2_rptr >> i);
   wire [ADDRSIZE :0] subtract = wbinnext - wq2_rptr_bin - ALMOST_FULL_SIZE;
   wire w_almost_full_val = ~subtract[ADDRSIZE];
   always @(posedge wclk or negedge wrst_n)
     if (!wrst_n) begin
	wfull <= 1'b0;
	w_almost_full <= 1'b 0;
     end
     else begin
	wfull <= wfull_val;
	w_almost_full <= w_almost_full_val;
     end
endmodule  
module fifo_mem #(parameter DATASIZE = 8,  
		 parameter ADDRSIZE = 3)  
  (output [DATASIZE-1:0] rdata,
   input [DATASIZE-1:0] wdata,
   input [ADDRSIZE-1:0] waddr, raddr,
   input wclken, wfull, wclk);
   localparam DEPTH = 1<<ADDRSIZE;
   reg [DATASIZE-1:0] mem [0:DEPTH-1];
   assign rdata = mem[raddr];
   always @(posedge wclk)
     if (wclken && !wfull) mem[waddr] <= wdata;
endmodule  
</file>
==> results.txt <==
Final Max Tran Viols = 0
Worst Hold Class = flip-flop to flip-flop
yosys cell count = 233
vias = 1,919
post-CTS setup buffer count = 0
crit path DAT = 2.02 ns
global-route wire length before repair = 10,400 um
Clock Skew = 0.00751 ns
vias in the first global route = 2,016
outcome = finished clean
die extent in y = 102 um
row count = 35
yosys stat chip area = 3970 um^2
largest net degree at the start of global routing = 21
drt first pass iters = 4
Slew @ Worst Pin = 0.738 ns
Yosys warnings = 5
Antenna Cells = 0
floorplan utilization = 42.2%
Reg power frac = 39.9%
DRC Markers = 0
Final setup viols = 0
VDD IR max = 584 uV
Hold-fix buffers, CTS = 0
Commonest flop = edfxtp_1
Fin. Hold Viols = 0
worst path required time = 2.64 ns
chip width = 102 um
Comb pwr share = 41.5%
Switch Pwr = 1470 uW
syn_area_per_cell = 17.0 um^2
CTS tree = done
max cap viols = 0
P_leak = 0.00174 uW
# clock sinks = 98
Syn-to-layout area delta = 17.2%
tool warnings = 27
vias per inst = 4.70
I/O pin cnt = 26
final WL = 6360 um
crit start category = flip-flop
fillers = 795
Synth Seq Share = 69.9%
RSZ-0062 raised after global routing = false
Switching Fraction = 32.1%
post-CTS sizing = 0
All-Layer GR Usage = 14.9%
internal power = 3120 uW
GRT overflow = 0
DR WL/cell = 15.6 um
DRT antenna net count = 0
Mapped Area = 3970 um^2
Fin Setup TNS = 0 ns
initial antenna violation count = 0
HPWL after detailed placement = 4010 um
clock power share = 18.5%
kind of critical path = flip-flop to output pin
crit-path max FO = 18
Post-synth ARST share = 34.7%
drt initial violations = 66
# port buffers = 24
cell count after synthesis = 233
DIE AREA = 10,300 um^2
layout cells sized above 1 = 18.3%
relative slew slack = 50.6%
Synthesized registers = 98
Final Util = 49.4%
core area = 9420 um^2
Clock Pin Slew Worst Setup and Hold Paths = 0.08 ns
Netlist cell types = 31
PwrDens = 987 nW/um^2
RD Place Congestion = 0.732
Post-synth EDFFs = 64
Worst Setup End Kind = output pin
-- through the flow --
step	cells	hold slack (ns)	area (um^2)	setup WS [ns]	power, uW
after floorplan	233	0.331	3970	0.760	3220
after global placement	388	0.331	4410	0.302	3790
after detailed placement	388	0.335	4410	0.269	3790
after CTS	408	0.272	4650	0.568	4670
after global routing	408	0.293	4650	0.471	4920
final	408	0.291	4650	0.624	4590
-- registers in the layout, indices dropped and copies added (netlist names) --
name and flops:
fifo_mem.mem 64, rptr_empty.r_almost_empty 1, rptr_empty.rbin 3, rptr_empty.rempty 1, rptr_empty.rptr 4, sync_r2w.wq1_rptr 4, sync_r2w.wq2_rptr 4, sync_w2r.rq1_wptr 4
sync_w2r.rq2_wptr 4, wptr_full.w_almost_full 1, wptr_full.wbin 3, wptr_full.wfull 1, wptr_full.wptr 4
-- worst paths after layout --
check / from / to / slack, ns / depth (start not counted)
max: rptr_empty.rbin[0] / rdata[3] / 0.62 / 5
min: rptr_empty.rptr[0] / sync_r2w.wq1_rptr[0] / 0.29 / 0
max reg2reg: rptr_empty.rbin[0] / rptr_empty.r_almost_empty / 0.97 / 10
min reg2reg: rptr_empty.rptr[0] / sync_r2w.wq1_rptr[0] / 0.29 / 0
max in group clk1: winc / wptr_full.w_almost_full / 0.64 / 11
max in group asynchronous: rrst_n / rptr_empty.rptr[3] / 2.00 / 1
min in group clk0: sync_w2r.rq1_wptr[3] / sync_w2r.rq2_wptr[3] / 0.35 / 0
min in group asynchronous: wrst_n / wptr_full.w_almost_full / 0.76 / 1
-- kinds of logic (layout without fill, tap and decap cells) --
family | count (synthesis) | count (layout) | synth area share, %
AND-OR/OR-AND | 8 | 8 | 1.92
buffers and inverters | 16 | 62 | 1.89
AND/OR/NAND/NOR | 54 | 54 | 6.11
flip-flops | 98 | 98 | 69.9
XOR/XNOR | 30 | 30 | 7.69
multiplexers | 17 | 17 | 9.33
adder cells (fa/ha/maj) | 10 | 10 | 3.15
-- layer usage --
layer	routed length (um)	global-route usage (%)
met3	671	8.40
met5	0	0
met2	2820	20.5
met1	2800	23.3
met4	77	1.90
-- cells in the final DEF (no fill, tap or decap), drive strengths merged, types with 3 or more instances in the layout --
| cell type | Yosys | routed |
|---|---|---|
| xnor2 | 15 | 15 |
| nand2b | 4 | 4 |
| nand3 | 4 | 4 |
| nor3 | 3 | 3 |
| xor2 | 12 | 12 |
| inv | 5 | 7 |
| nand2 | 27 | 27 |
| clkdlybuf4s50 | 0 | 24 |
| dfrtp | 32 | 32 |
| clkbuf | 4 | 13 |
| nor2b | 3 | 3 |
| mux4 | 16 | 16 |
| clkinv | 1 | 3 |
| ha | 10 | 10 |
| edfxtp | 64 | 64 |
| nor2 | 9 | 9 |
| buf | 6 | 12 |
-- power by group through the flow --
stage,clock network (uW),logic [uW],registers [uW]
CTS,880,1950,1840
global route,935,2120,1870
finish,850,1910,1830
-- final cells by class --
cell class	count	area, um^2	share of cell area (%)
timing repair buffer	36	330	7.10
clock buffer	13	169	3.63
inverter	6	22.5	0.484
clock inverter	7	73.8	1.59
tap	129	161	3.47
sequential	98	2780	59.7
multi-input combinational	119	1120	24.1
-- critical path, cell delays in order (launching register included) --
cell,delay (ns)
dfrtp_1,0.32
buf_4,0.33
mux4_2,0.56
nand2_1,0.09
nand2_1,0.06
clkdlybuf4s50_1,0.40
-- cells in the mapped netlist, types with 2 or more instances --
master / instances / share of area, %
edfxtp_1: 64 / 48
dfrtp_1: 32 / 20
nand2_1: 27 / 2.6
mux4_2: 16 / 9.1
xnor2_1: 15 / 3.3
xor2_1: 12 / 2.6
ha_1: 10 / 3.2
nor2_1: 9 / 0.85
inv_1: 5 / 0.47
clkbuf_1: 4 / 0.38
nand2b_1: 4 / 0.63
nand3_1: 4 / 0.50
buf_2: 3 / 0.38
buf_4: 3 / 0.57
nor2b_1: 3 / 0.47
nor3_1: 3 / 0.38
a41oi_2: 2 / 0.82
dfstp_2: 2 / 1.3
o211ai_1: 2 / 0.38
xnor3_1: 2 / 1.1
No activity file was given, so power comes from the tool's default toggle rates.
