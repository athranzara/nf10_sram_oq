$ cat run.sh
#!/bin/bash
# OpenROAD 26Q1-2900-gdf79404cd8, Yosys 0.63+post, stock flow scripts
make -C /OpenROAD-flow-scripts/flow DESIGN_CONFIG=/design/flow/config.mk WORK_HOME=/design/flow/orfs finish
$ cat config.mk
export PLATFORM = sky130hd
export DESIGN_NAME = AxiFifoArbiter
export DESIGN_NICKNAME = AxiFifoArbiter
export VERILOG_FILES = /design/flow/design.v
export SDC_FILE = /design/flow/constraint.sdc
export NUM_CORES = 4
export LEC_CHECK = 1
export CORE_AREA = 10 10 167 167
export DIE_AREA = 0 0 177 177
$ cat constraint.sdc
current_design AxiFifoArbiter

set clk_period 14.4
set clk_io_pct 0.2

create_clock -name clk0 -period $clk_period [get_ports {memclk}]

set non_clock_inputs [all_inputs -no_clocks]
set_input_delay [expr $clk_period * $clk_io_pct] -clock clk0 $non_clock_inputs
set_output_delay [expr $clk_period * $clk_io_pct] -clock clk0 [all_outputs]
$ cat design.v
module AxiFifoArbiter
#(
  parameter integer TDATA_WIDTH        = 24,  
  parameter integer TUSER_WIDTH        = 128,
  parameter integer NUM_QUEUES         = 5,
  parameter integer QUEUE_ID_WIDTH     = 3
)
(
    input                               reset,
    input                               memclk,
    input [NUM_QUEUES-1:0]              oq,
    input                               din_valid,
    input  [((8*TDATA_WIDTH+10)-1):0]   din,
    output                              next_pkg_en,
    output reg [QUEUE_ID_WIDTH-1:0]     queue_id,
    output reg [((8*TDATA_WIDTH+10)-1):0]  dout,
    output reg                          dout_valid
);
reg [NUM_QUEUES-1:0]                oq_reg;
reg                                 rra_last;
reg [2:0] state;
reg [2:0] prev_state;
reg [2:0] next_state;
reg fetch_done;
reg prev_fetch_done;
always @ (posedge memclk) begin
    if (reset) begin
        state <= 3'd0;
        prev_state <= 3'd0;
    end
    else begin
        state <= next_state;
        prev_state <= state;
    end
end
always @ (oq or reset or fetch_done) begin
    next_state = 3'd0;
    if (reset) begin
        next_state = 3'd0;
    end
    else begin
        if (state == 3'd0) begin
            if (~fetch_done)
                next_state = 3'd1;
            else
                next_state = 3'd0;
        end
        else if (state == 3'd2) begin
            if (fetch_done || ~prev_fetch_done)
                next_state = 3'd1;
            else 
                next_state = 3'd2;
        end
        else if (prev_state == 3'd1) begin
            if (fetch_done)
                next_state = 3'd2;
            else 
                next_state = 3'd2;
        end
    end
end
always @ (posedge memclk) begin
    if (reset) begin
        prev_fetch_done <= 1'b0;
    end
    else begin
        prev_fetch_done <= fetch_done;
    end
end
always @ (posedge memclk) begin
    case (state)
        0:  begin
                fetch_done <=0;
                oq_reg <= 5'b0;
                rra_last <= 1'b0;
            end
        1:  begin
                if (din_valid) begin
                    oq_reg <= oq;
                    fetch_done <= 1'b1;
                end
            end
        2:  begin
                fetch_done <= 1'b0;
                if (din_valid) begin
                    casex(oq_reg)
                        5'bxxxx1:begin
                            queue_id <= 3'd0;
                            if ((oq & 5'b11110) == 5'b00000) begin
                                rra_last <= 1'b1;
                                oq_reg <= oq;
                            end
                            else begin
                                oq_reg <= oq_reg & 5'b11110;
                                rra_last <= 1'b0;
                            end           
                        end
                        5'bxxx1x:begin
                            queue_id <= 3'd1;
                            if ((oq_reg & 5'b11101) == 5'b00000) begin
                                rra_last <= 1'b1;
                                oq_reg <= oq;
                            end
                            else begin
                                oq_reg <= oq_reg & 5'b11101;
                                rra_last <= 1'b0;
                            end
                        end
                        5'bxx1xx:begin
                            queue_id <= 3'd2;
                            if ((oq_reg & 5'b11011) == 5'b00000) begin
                                rra_last <= 1'b1;
                                oq_reg <= oq;
                            end
                            else begin
                                oq_reg <= oq_reg & 5'b11011;
                                rra_last <= 1'b0;
                            end
                        end
                        5'bx1xxx:begin
                            queue_id <= 3'd3;
                            if ((oq_reg & 5'b10111) == 5'b00000) begin
                                rra_last <= 1'b1;
                                oq_reg <= oq;
                            end
                            else begin
                                oq_reg <= oq_reg & 5'b10111;
                                rra_last <= 1'b0;
                            end
                        end
                        5'b1xxxx:begin
                            queue_id <= 3'd4;
                            rra_last <= 1'b1;
                            oq_reg <= oq;
                        end
                        default:begin
                            queue_id <= 3'dz;
                            oq_reg <= oq;
                        end
                    endcase
                end
            end
    endcase
end
always @ * begin
    dout_valid = 1'b0;
    dout = 202'b0;
    if ( (state == 3'd2) && ~ fetch_done && (next_state !== 3'd1))
        dout_valid = 1'b1;
    if (dout_valid)
        dout = din;
end
assign next_pkg_en = rra_last;
endmodule
==> flow_metrics.tcl <==
# yosys + openroad results
set metrics [dict create \
    outcome "complete, no violations" \
    ys_ff 15 \
    max_cap_violations 0 \
    ir_drop_mv 0.0463 \
    netlist_instances 307 \
    rrSetupSlack_ns 12.52 \
    drt_iter0_drc 107 \
    drive_gt1_share_pct 1.28 \
    globalplace.congestion 0.834 \
    die_w_um 177 \
    crit_fanout 99 \
    cellLeakagePower_nw 2.48 \
    largest_reg_flops 5 \
    nFillCells 2572 \
    post_cts_buffers 0 \
    critPathCaptureType "output port" \
    finalCriticalPeriod_ns 7.92 \
    portBuffers 416 \
    netlist_area_um2 2320 \
    warnings 31 \
    p_per_area_nw_per_um2 31.3 \
    finClkSkew_ns 0.00108 \
    fin_crit_sh_pct 55.0 \
    vias 3463 \
    ys_area_um2 2320 \
    grt_pass1_vias 3606 \
    clkSinkCount 15 \
    fmax_mhz 126 \
    postCtsResizedCells 0 \
    gr-usage-all-layers_pct 9.30 \
    relSlewSlack_pct 50.1 \
    cts_buffer_depth 2 \
    async_reset_ff_share_pct 0 \
    synth_cell_type_count 32 \
    min_path_type "reg2reg" \
    cts-root-buf "clkbuf_16" \
    fp-utilization_pct 9.53 \
    cts_hold_buffers 0 \
    ys_cells 307 \
    io_pins 417 \
    numCtsBuffers 3 \
    ys_warn_count 2 \
    clock_latency_ns 0.24 \
    synth-edff-count 10 \
    htree_levels 1 \
    dr.pass1.iters 4 \
    grt_max_degree 105 \
    dieHeight_um 177 \
    tritoncts "done" \
    antenna_found_initial 3 \
    wl_um 16500 \
    rsz0062_at_grt "false" \
    core_area_um2 24300 \
    wl_per_cell_um 16.0 \
    die_area_um2 31300 \
    drv_slew 0 \
    hold_viol 0 \
    clk_pin_slew_ns 0.04 \
    cp.arrival_ns 5.04 \
    tns_ns 0 \
    synthFlopType "edfxtp_1" \
    fin_util_pct 27.7 \
    drt-vias-per-instance 3.37 \
    dpl.hpwl_um 14700 \
    grt.overflow.total 0 \
    row_count 57 \
    setup_violations 0 \
    worst_pin_slew_ns 0.748 \
    power_w 0.000210 \
    avgSynthCellArea_um2 7.55 \
    path_class "in2out" \
    yosysSeqAreaShare_pct 17.3 \
    syn_to_final_growth_pct 190 \
    cp-start-kind "input port" \
    route.detailed.drc 0 \
    crit_required_ns 11.52 \
    ant_nets 0 \
    grt_pass1_wl_um 22600 \
]
-- stage by stage --
step	hold slack, ns	instance area, µm²	setup slack (ns)	instances
after CTS	0.526	6730	6.43	1026
final	0.521	6730	6.48	1027
after detailed placement	0.519	6650	6.45	1022
after global routing	0.544	6730	6.30	1026
after global placement	0.516	6650	6.45	1022
after floorplan	0.468	2320	8.00	307
-- critical path, cell delays in order --
cell	delay [ns]
clkdlybuf4s50_1	0.58
o211a_4	0.20
buf_4	0.52
and2_1	0.27
clkdlybuf4s50_1	0.48
-- logic make-up after synthesis --
family,after synthesis,synth area share (%)
simple gates,226,59.5
buf+inv,35,12.1
compound gates,26,8.42
flops,15,17.3
fa+ha+maj,4,2.16
mux,1,0.486
-- path summary, 6_finish.rpt --
| kind | start | endpoint | cells past startpoint |
|---|---|---|---|
| setup / recovery | reset | dout[89] | 5 |
| hold / removal | state[0] | prev_state[0] | 2 |
| setup reg to reg | state[0] | oq_reg[3] | 5 |
| hold reg to reg | state[0] | prev_state[0] | 2 |
-- power by group --
part	internal, W	total, W	switching (W)	leakage, nW
clock network	0.0000373	0.0000525	0.0000152	0.0382
registers	0.0000548	0.0000621	0.00000736	0.148
logic	0.0000690	0.0000958	0.0000268	2.29
total	0.000161	0.000210	0.0000493	2.48
-- area by class of cell --
type	instances	area [µm²]	area share, %
Tap cell	324	405	6.02
Clock buffer	4	78.8	1.17
Inverter	8	30.0	0.446
Multi-Input combinational cell	257	1640	24.3
Antenna cell	1	2.50	0.0372
Sequential cell	15	400	5.95
Timing Repair Buffer	418	4180	62.1
-- cells in the final DEF, fill, tap and decap left out, types with 2 or more instances in the layout --
cell             netlist  final
a211oi_1               2      2
clkbuf_16              0      3
a21boi_0               4      4
inv_1                  8      8
clkdlybuf4s50_1        0    416
nand2_1                3      3
buf_4                  0      2
ha_1                   4      4
o21ai_0                3      3
dfxtp_1                5      5
nor2_1                11     11
nor3_1                 3      3
a21oi_1                7      7
and2_1               203    203
edfxtp_1              10     10
-- synth_stat cells (2+ instances only) --
master / count / share of area (%)
and2_1: 203 / 55
o21ai_0: 3 / 0.65
nand2_1: 3 / 0.49
inv_1: 8 / 1.3
ha_1: 4 / 2.2
buf_2: 6 / 1.3
nor3_1: 3 / 0.65
edfxtp_1: 10 / 13
a21boi_0: 4 / 1.3
a211oi_1: 2 / 0.65
buf_6: 19 / 9.2
a21oi_1: 7 / 1.5
nor2_1: 11 / 1.8
dfxtp_1: 5 / 4.3
clkbuf_1: 2 / 0.32
-- layer usage --
layer	part of all wire (%)	GRT usage [%]	routed length (µm)
met1	34	9.82	5680
met3	16	5.31	2570
met5	0.16	0	26
met4	0.32	0.280	52
met2	49	16.5	8150
No activity file was given, so power comes from the tool's default toggle rates.
