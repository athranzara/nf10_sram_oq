## flow/run.sh

```bash
#!/bin/bash
# OpenROAD 26Q1-2900-gdf79404cd8, Yosys 0.63+post, stock flow scripts
make -C /OpenROAD-flow-scripts/flow DESIGN_CONFIG=/design/flow/config.mk WORK_HOME=/design/flow/orfs finish
```

## flow/config.mk

```make
export PLATFORM = sky130hd
export DESIGN_NAME = FifoAxiArbiter
export DESIGN_NICKNAME = FifoAxiArbiter
export VERILOG_FILES = /design/flow/design.v
export SDC_FILE = /design/flow/constraint.sdc
export NUM_CORES = 4
export LEC_CHECK = 1
export CORE_AREA = 10 10 517 517
export DIE_AREA = 0 0 527 527
```

## flow/constraint.sdc

```tcl
current_design FifoAxiArbiter

set clk_period 14.6
set clk_io_pct 0.2

create_clock -name clk0 -period $clk_period [get_ports {memclk}]

set non_clock_inputs [all_inputs -no_clocks]
set_input_delay [expr $clk_period * $clk_io_pct] -clock clk0 $non_clock_inputs
set_output_delay [expr $clk_period * $clk_io_pct] -clock clk0 [all_outputs]
```

## flow/design.v

```verilog
module FifoAxiArbiter
#(
  parameter integer TDATA_WIDTH        = 32,
  parameter integer TUSER_WIDTH        = 64,
  parameter integer NUM_QUEUES         = 4,
  parameter integer QUEUE_ID_WIDTH     = 2
)
(
    input                           clk,
    input                           reset,
    input                           memclk,
    output reg [NUM_QUEUES-1:0]     burst_inc,
    input [NUM_QUEUES-1:0]          full,
    input                           read_burst,
    input                           din_valid,
    input  [((8*TDATA_WIDTH+9)-1):0]  din,
    input [QUEUE_ID_WIDTH-1:0]          din_queue_id,
    input  [NUM_QUEUES-1:0]         mem_queue_empty,
    output reg [QUEUE_ID_WIDTH-1:0] queue_id,
    output reg [((NUM_QUEUES*(8*TDATA_WIDTH+9))-1):0]  dout,
    output reg [NUM_QUEUES-1:0]     dout_valid
);
    reg [QUEUE_ID_WIDTH-1:0] next_queue_id;
    reg [NUM_QUEUES-1:0] prev_mem_queue_empty;
    reg [NUM_QUEUES-1:0] prev_inc;
    reg [NUM_QUEUES-1:0] inc;
    wire [NUM_QUEUES-1:0] queues_ready;
    wire [NUM_QUEUES-1:0] queue_in_use;
    reg [(((8*TDATA_WIDTH+9))-1):0] prev_din;
    reg [NUM_QUEUES-1:0] next_dout_valid;
    reg [QUEUE_ID_WIDTH-1:0] prev_din_queue_id;
    always @(posedge memclk)
    begin
        if(reset)
        begin
            queue_id <= {2'b00, 2'b00};
            prev_mem_queue_empty <= {(NUM_QUEUES){1'b1}};
            prev_inc <= {(NUM_QUEUES){1'b0}};
            prev_din <= {((8*TDATA_WIDTH+9)){1'b0}};
            dout_valid <= {(NUM_QUEUES){1'b0}};
            prev_din_queue_id <= {(QUEUE_ID_WIDTH){1'b0}};
        end
        else
        begin
            queue_id <= next_queue_id;
            prev_mem_queue_empty <= mem_queue_empty;
            prev_inc <= inc;
            prev_din <= din;
            dout_valid <= next_dout_valid;
            prev_din_queue_id <= din_queue_id;
        end
    end
    assign queues_ready = (~mem_queue_empty) & (~full); 
    assign queue_in_use = 1 << queue_id;
    always @(*)
    begin
        inc = 4'b0;
        burst_inc = 4'b0;
        next_dout_valid = 4'b0;
        dout = {(NUM_QUEUES*(8*TDATA_WIDTH+9)){1'b0}};
        next_queue_id = queue_id;
        if(read_burst || (~prev_inc[queue_id] && (mem_queue_empty[queue_id] || full[queue_id])))
        begin
            if(queue_id == 2'd0)
            begin
            if(~mem_queue_empty[1] && ~full[1])
            begin
                next_queue_id = 2'd1;
            end
            else if(~mem_queue_empty[2] && ~full[2])
            begin
                next_queue_id = 2'd2;
            end
            else if(~mem_queue_empty[3] && ~full[3])
            begin
                next_queue_id = 2'd3;
            end
            end
            else if(queue_id == 2'd1)
            begin
            if(~mem_queue_empty[2] && ~full[2])
            begin
                next_queue_id = 2'd2;
            end
            else if(~mem_queue_empty[3] && ~full[3])
            begin
                next_queue_id = 2'd3;
            end
            else if(~mem_queue_empty[0] && ~full[0])
            begin
                next_queue_id = 2'd0;
            end
            end
            else if(queue_id == 2'd2)
            begin
            if(~mem_queue_empty[3] && ~full[3])
            begin
                next_queue_id = 2'd3;
            end
            else if(~mem_queue_empty[0] && ~full[0])
            begin
                next_queue_id = 2'd0;
            end
            else if(~mem_queue_empty[1] && ~full[1])
            begin
                next_queue_id = 2'd1;
            end
            end
            else if(queue_id == 2'd3)
            begin
            if(~mem_queue_empty[0] && ~full[0])
            begin
                next_queue_id = 2'd0;
            end
            else if(~mem_queue_empty[1] && ~full[1])
            begin
                next_queue_id = 2'd1;
            end
            else if(~mem_queue_empty[2] && ~full[2])
            begin
                next_queue_id = 2'd2;
            end
            end
        end
        inc[queue_id] = (~mem_queue_empty[queue_id] && ~full[queue_id]);
        burst_inc[queue_id] = (inc[queue_id] );
        next_dout_valid[din_queue_id] = (  din_valid);
        case(prev_din_queue_id)
            0:
                dout[((8*TDATA_WIDTH+9)*(1)-1):((8*TDATA_WIDTH+9)*0)] = prev_din;
            1:
                dout[((8*TDATA_WIDTH+9)*(2)-1):((8*TDATA_WIDTH+9)*1)] = prev_din;
            2:
                dout[((8*TDATA_WIDTH+9)*(3)-1):((8*TDATA_WIDTH+9)*2)] = prev_din;
            3:
                dout[((8*TDATA_WIDTH+9)*(4)-1):((8*TDATA_WIDTH+9)*3)] = prev_din;
        endcase
    end
endmodule
```

==> impl_metrics.csv <==
group,metric,value,unit
cts,cts_buffers,39,
die,coreArea,256000,um^2
finish,layout_top_cells,"clkdlybuf4s50_1 (1,347), and2_1 (796), dfxtp_1 (274), nor2b_1 (266), and3_1 (265)",
critical_path,rr_startpoint,"queue_id[1]$_SDFFE_PP0P_",
cts,ctsRootBufferMaster,"clkbuf_16",
placed_design,postPlaceCellArea,32300,um^2
timing,fin_tns_setup,0,ps
finish,area_growth,126,%
cts,hold_buffers,0,
synth,top_area_cell,"dfxtp_1",
detailed_routing,drtIter0Drc,1067,
flow_run,tool_warnings,36,
placed_design,hpwl,161,mm
synth,synth.distinct_cells,32,
timing,setup_slack,6620,ps
detailed_routing,wl,186,mm
pwr,power_density,73.1,nW/um^2
die,rows,186,
timing,fin_hold_ws,700,ps
detailed_routing,vias_per_cell,2.90,
critical_path,critPathLaunchType,"input port",
detailed_routing,drc,0,
global_routing,grt.overflow.total,0,
global_routing,grt_max_degree,124,
cts,cts.path.max_buffers,3,
pwr,p_leak,12.5,nW
detailed_routing,via_count,19100,
detailed_routing,firstDrtPassIters,6,
timing,fin_crit,7980,ps
placed_design,pre_cts_ws,6630,ps
synth,yosysChipArea,15000,um^2
timing,rsz0062_at_grt,"false",
flow_run,drv_cap,0,
min_path,hold_start,"queue_id[0]$_SDFFE_PP0P_",
placed_design,place_congestion,0.846,
critical_path,worstSetupPathType,"input port to primary output",
timing,slew_headroom,5.05,%
placed_design,placed_cells,6434,
critical_path,worstSetupEndpoint,"burst_inc[0]",
critical_path,reg2reg_to,"queue_id[0]$_SDFFE_PP0P_",
finish,layout_top_cell,"clkdlybuf4s50_1",
finish,layout-drive-gt1-share,3.46,%
synth,yosys.stat.seqShare,37.1,%
die,die_y,527,um
cts,clk_pin_slew,50,ps
cts,clock_latency,620,ps
critical_path,crit_required,11680,ps
finish,finalNonFillerCells,6577,
timing,worst_pin_slew,1420,ps
cts,cts_sinks,277,
pwr,ir_drop,0.0698,mV
outcome,status,"finished, final reports clean",
synth,ys_warn_count,1,
timing,hold_viol,0,
cts,cts_tree,"done",
synth,ys_ff,277,
cts,cts_setup_buffers,0,
timing,final-max-slew-violation-count,0,
cts,h-tree-depth,2,
global_routing,grt_pass1_vias,19100,
finish,fin_util,13.2,%
finish,finalInstanceArea,33800,um^2
critical_path,crit_start,"mem_queue_empty[2]",
die,die_width,527,um
timing,finalCritPeriodShare,54.6,%
critical_path,r2r_setup_slack,12430,ps
min_path,hp-class,"register to register",
synth,netlist_area,15000,um^2
synth,yosysTopAreaCellShare,37.1,%
critical_path,r2r_cells,6,
synth,area_leaders,"dfxtp_1 (37%), and2_1 (33%), nor2b_1 (11%)",
die,chipArea,278000,um^2
cts,cts-resized-gates,0,
timing,finClkSkew,1.06,ps
synth,yosys_cells,1849,
die,io_pins,1350,
critical_path,cp-end-kind,"primary output",
global_routing,grt_pass1_wl,227,mm
die,fp_util,5.84,%
synth,synth_cells,1849,
detailed_routing,final_antenna_net_count,0,
critical_path,worstPathMaxFanout,4,
detailed_routing,wire_per_inst,28.3,um
pwr,finalPower,2.47,mW
critical_path,arrival,5060,ps
timing,max_freq,125,MHz
synth,syn_area_per_cell,8.09,um^2
timing,finalSetupViolCount,0,
global_routing,grt_antenna_before_repair,120,
global_routing,globalRouteTotalUtil,12.8,%
placed_design,io_buffer_count,1348,
[final cells by class]
cell class | count | area [um^2]
Inverter | 6 | 22.5
Timing Repair Buffer | 1380 | 13800
Tap cell | 3384 | 4230
Multi-Input combinational cell | 1387 | 8750
Fill cell | 29000 | 222000
Clock buffer | 50 | 1130
Clock inverter | 18 | 206
Sequential cell | 277 | 5550
Antenna cell | 75 | 188
[critical path, cell delays in order]
cell and delay (ps):
clkdlybuf4s50_1 460, or4b_1 540, o31a_2 160, or3b_1 370, nor2_1 100, clkdlybuf4s50_1 500
[state kept, by name, indices dropped and copies added, names as in the netlist]
name               flops
prev_din             265
queue_id               2
prev_din_queue_id      2
prev_inc               4
dout_valid             4
[metal layers]
layer | vias to the layer above | track usage (%) | wire, um
met5 | - | 0 | 0
met4 | 0 | 3.95 | 7270
met3 | 183 | 5.96 | 23000
met2 | 1560 | 20.8 | 85200
met1 | 8980 | 15.1 | 70900
li1 | 8366 | - | -
[cells by family after synthesis]
kind of cell / count (synthesis) / synth area share [%]
AND/OR/NAND/NOR: 1364 / 56.8
flip-flops: 277 / 37.1
buffers and inverters: 185 / 4.66
AND-OR/OR-AND: 17 / 0.886
adder cells (fa/ha/maj): 5 / 0.418
multiplexers: 1 / 0.176
[synth_stat cells (all sizes together)]
cell type and instances:
and2 796, dfxtp 277, nor2b 268, and3 265, clkbuf 177, nor2 13
nor3 8, inv 6, a31oi 5, ha 5, nor4 3, a21oi 2
a311oi 2, buf 2, nand2 2, nand2b 2, o221ai 2, a211o 1
a211oi 1, a31o 1, and3b 1, and4b 1, mux4 1, nor3b 1
nor4b 1, o211ai 1, o21ai 1, o31a 1, or2 1, or3b 1
or4b 1
[worst min path at each step]
stage	slack, ps	depth (start not counted)	to
global route	780	2	queue_id[0]$_SDFFE_PP0P_
finish	700	2	queue_id[0]$_SDFFE_PP0P_
CTS	690	2	queue_id[0]$_SDFFE_PP0P_
[power breakdown]
part	internal, mW	total, mW	switching, mW
sequential	0.800	0.977	0.177
clock	0.602	1.03	0.428
combinational	0.279	0.467	0.188
No activity file was given, so power comes from the tool's default toggle rates.
